<file path="flow/config.mk">
export PLATFORM = sky130hd
export DESIGN_NAME = MEM_Module
export DESIGN_NICKNAME = MEM_Module
export VERILOG_FILES = /design/flow/design.v
export SDC_FILE = /design/flow/constraint.sdc
export NUM_CORES = 4
export LEC_CHECK = 1
export CORE_UTILIZATION = 50
export SYNTH_MEMORY_MAX_BITS = 65536
</file>
<file path="flow/constraint.sdc">
current_design MEM_Module

set clk_period 1.7
set clk_io_pct 0.2

create_clock -name clk0 -period $clk_period [get_ports {MEM_CLK}]
create_clock -name clk1 -period $clk_period [get_ports {clk}]

set non_clock_inputs [all_inputs -no_clocks]
set_input_delay [expr $clk_period * $clk_io_pct] -clock clk0 $non_clock_inputs
set_output_delay [expr $clk_period * $clk_io_pct] -clock clk0 [all_outputs]
</file>
<file path="flow/design.v">
module Cache(
    input clk, rst,
    input [16:0] address,
    input [63:0] write_data,
    input cache_read_en,
    input cache_write_en,
    input cache_invoke,  
    output [31:0] read_data,
    output hit
);
    wire [9:0] tag;
    wire offset;
    wire [5:0] index;
    assign tag = address[16:7];
    assign index = address[6:1];
    assign offset = address[0];
    reg [31:0] data0 [0:1][0:63];
    reg [31:0] data1 [0:1][0:63];
    reg [9:0] tag0 [0:63];
    reg [9:0] tag1 [0:63];
    reg valid0 [0:63];
    reg valid1 [0:63];
    reg lru [0:63];
    integer i;
    initial begin
        for (i = 0; i <= 63; i = i + 1) begin
            tag0[i] = 10'b0;
            tag1[i] = 10'b0;
            valid0[i] = 1'b0;
            valid1[i] = 1'b0;
            lru[i] = 1'b0;
        end
    end
    wire hit0, hit1;
    assign hit0 = (tag0[index] == tag) && valid0[index];
    assign hit1 = (tag1[index] == tag) && valid1[index];
    assign hit = hit1 || hit0;
    wire[31:0] data_in0, data_in1;
    assign data_in0 = write_data[31:0];
    assign data_in1 = write_data[63:32];
    always @(posedge clk) begin
        if (cache_write_en) begin
            if (lru[index]) begin
                data0[0][index] <= data_in0;
                data0[1][index] <= data_in1;
                tag0[index] <= tag;
                valid0[index] <= 1'b1;
            end
            else begin
                data1[0][index] <= data_in0;
                data1[1][index] <= data_in1;
                tag1[index] <= tag;
                valid1[index] <= 1'b1;
            end
        end
    end
    MUX_2_1 #(32) data_mux(
        .f_in(data0[offset][index]), 
        .s_in(data1[offset][index]),
        .select(hit1),
        .out(read_data) 
    );
    always @(*) begin
        if (cache_read_en && hit) lru[index] <= hit0;
    end
    always @(*) begin
        if (cache_invoke && hit) begin
            lru[index] = hit0;
            if (hit0) valid0[index] = 1'b0;
            else valid1[index] = 1'b0;
        end
    end
endmodule
module Cache_Controller(
    input clk, rst, 
    input[31:0] address, 
    input[31:0] wdata,
    input MEM_R_EN, 
    input MEM_W_EN,
    output reg[31:0] rdata,
    output reg ready,
    output reg[31:0] sram_address,
    output reg[31:0] sram_wdata,
    output reg sram_write_en,
    output reg sram_read_en,
    input[31:0] sram_rdata, 
    input sram_ready
);
    wire [16:0] cache_address;
    wire [31:0] address_1024;
    wire [63:0] cache_write_data;
    wire [31:0] cache_read_data;
    wire cache_hit;
    reg cache_write_en, cache_read_en, cache_invoke, reg_1_load, reg_2_load;
    reg [2:0] ns;
    wire [2:0] ps;
    assign address_1024 = address - 1024;
    assign cache_address = address_1024 >> 2;
    Register #(3) ps_reg(.clk(clk), .rst(rst), .r_in(ns), .r_out(ps), .freeze(1'b0), .flush(1'b0));
    Register #(32) cache_write_data_reg0(.clk(clk), .rst(rst), .r_out(cache_write_data[31: 0]), .r_in(sram_rdata), .freeze(~reg_1_load), .flush(1'b0));
    Register #(32) cache_write_data_reg1(.clk(clk), .rst(rst), .r_out(cache_write_data[63:32]), .r_in(sram_rdata), .freeze(~reg_2_load), .flush(1'b0)); 
    parameter IDLE = 3'b000, CACHE_READ = 3'b001, MEM_READ_1 = 3'b010, MEM_READ_2 = 3'b011, MEM_WRITE = 3'b100, CACHE_WRITE = 3'b101, CACHE_READ_WAIT = 3'b110;    
    always @(*) begin
        case (ps)
            IDLE: begin
                ns <= MEM_R_EN ? CACHE_READ 
                    : MEM_W_EN ? MEM_WRITE
                    : IDLE;
            end 
            CACHE_READ: begin
                ns <= cache_hit ? IDLE : MEM_READ_1;
            end 
            MEM_READ_1: begin
                ns <= sram_ready ? MEM_READ_2 : MEM_READ_1;
            end 
            MEM_READ_2: begin
                ns <= sram_ready ? CACHE_WRITE : MEM_READ_2;
            end 
            CACHE_WRITE: begin
                ns <= CACHE_READ;
            end 
            MEM_WRITE: begin
                ns <= sram_ready ? IDLE : MEM_WRITE;
            end 
            default: 
                ns <= IDLE;
        endcase
    end
    always @(*) begin
        ready <= 1'b0;
        rdata <= 32'bz;
        sram_address <= 32'bz;
        sram_wdata <= 32'bz;
        sram_write_en <= 1'b0;
        sram_read_en <= 1'b0;
        cache_read_en <= 1'b0;
        cache_write_en <= 1'b0;
        cache_invoke <= 1'b0;
        reg_1_load <= 1'b0;
        reg_2_load <= 1'b0;
        case (ps)
            IDLE: begin
                ready <= ~MEM_R_EN & ~MEM_W_EN;
            end 
            CACHE_READ: begin
                ready <= cache_hit;
                if (cache_hit) rdata <= cache_read_data;
                cache_read_en <= 1'b1;
            end 
            MEM_READ_1: begin
                sram_address <= {address[31:3], 1'b0, address[1:0]};
                sram_read_en <= 1'b1;
                reg_1_load <= sram_ready;
            end 
            MEM_READ_2: begin
                sram_address <= {address[31:3], 1'b1, address[1:0]};
                sram_read_en <= 1'b1;
                reg_2_load <= sram_ready;
            end 
            CACHE_WRITE: begin
                cache_write_en <= 1'b1;
            end 
            MEM_WRITE: begin
                ready <= sram_ready;
                sram_address <= address;
                sram_wdata <= wdata;
                sram_write_en <= 1'b1;
                cache_invoke <= 1'b1;
            end 
        endcase
    end
    Cache cache(
        .clk(clk), 
        .rst(rst),
        .address(cache_address),
        .write_data(cache_write_data),
        .cache_read_en(cache_read_en),
        .cache_write_en(cache_write_en),
        .cache_invoke(cache_invoke),
        .read_data(cache_read_data),
        .hit(cache_hit)
    );   
endmodule
module MEM_Module (
	input clk, rst, MEM_CLK, freeze,
    MEM_W_EN_IN, MEM_R_EN_IN, WB_EN_IN,
    input[31:0] ALU_result_IN, Val_Rm, PC_IN,
    input[3:0] Dest_IN, 
    output WB_EN, MEM_R_EN,
    output[31:0] ALU_result, MEM_read_value, PC,
    output[3:0] Dest,
    output SRAM_ready
    );
	wire [31:0] MEM_result_temp;
    wire flush;
    assign flush = 1'b0;
    MEM_Stage #(.USE_SRAM(1), .USE_CACHE(1))mem_stage(
        .clk(clk),
        .MEM_CLK(MEM_CLK),
        .rst(rst),
        .MEM_W_EN(MEM_W_EN_IN), 
        .MEM_R_EN(MEM_R_EN_IN),
        .ALU_Res(ALU_result_IN), 
        .Val_Rm(Val_Rm),
        .MEM_result(MEM_result_temp),
        .SRAM_ready(SRAM_ready)
    );
    MEM_Stage_Reg mem_stage_reg(
        .clk(clk), 
        .rst(rst), 
        .flush(flush),
        .freeze(freeze), 
        .WB_EN_IN(WB_EN_IN), 
        .MEM_R_EN_IN(MEM_R_EN_IN),
        .ALU_result_IN(ALU_result_IN), 
        .MEM_read_value_IN(MEM_result_temp),
        .Dest_IN(Dest_IN),
        .PC_IN(PC_IN),
        .WB_EN(WB_EN), 
        .MEM_R_EN(MEM_R_EN),
        .ALU_result(ALU_result), 
        .MEM_read_value(MEM_read_value),
        .Dest(Dest),
        .PC(PC)
    );
endmodule
module MEM_Stage
# (parameter USE_SRAM = 1, USE_CACHE = 1)
(
  input clk, rst, MEM_CLK,
  input MEM_W_EN, MEM_R_EN,
  input[31:0] ALU_Res, Val_Rm,
  output[31:0] MEM_result,
  output SRAM_ready
);
  generate
    wire SRAM_WE_N;
    wire[16:0] SRAM_ADDR;
    wire[31:0] SRAM_DQ;
    wire[31:0] sram_address, sram_wdata, sram_rdata;
    wire sram_write_en, sram_read_en, sram_ready;
    if (USE_SRAM) begin
      SRAM_Memory sram_memory(
        .clk(MEM_CLK),
        .rst(rst),
        .SRAM_WE_N(SRAM_WE_N),
        .SRAM_ADDR(SRAM_ADDR),
        .SRAM_DQ(SRAM_DQ)
      );
      SRAM_Controller sram_controller(
        .clk(clk), 
        .rst(rst),
        .write_en(sram_write_en), 
        .read_en(sram_read_en),
        .address(sram_address),
        .writeData(sram_wdata),
        .readData(sram_rdata),
        .ready(sram_ready),
        .SRAM_DQ(SRAM_DQ),
        .SRAM_ADDR(SRAM_ADDR),
        .SRAM_WE_N(SRAM_WE_N)
      );
      if (USE_CACHE) begin
        Cache_Controller cache_controller(
          .clk(clk), 
          .rst(rst), 
          .address(ALU_Res), 
          .wdata(Val_Rm),
          .MEM_R_EN(MEM_R_EN), 
          .MEM_W_EN(MEM_W_EN),
          .rdata(MEM_result),
          .ready(SRAM_ready),
          .sram_rdata(sram_rdata), 
          .sram_ready(sram_ready),
          .sram_address(sram_address),
          .sram_wdata(sram_wdata),
          .sram_write_en(sram_write_en),
          .sram_read_en(sram_read_en)
        );
      end
    else begin
      assign sram_write_en = MEM_W_EN;
      assign sram_read_en = MEM_R_EN;
      assign sram_address = ALU_Res;
      assign sram_wdata = Val_Rm;
      assign MEM_result = sram_rdata;
      assign SRAM_ready = sram_ready;
    end
    end
    else begin
      Memory memory(
        .clk(clk), 
        .MEMread(MEM_R_EN), 
        .MEMwrite(MEM_W_EN),
        .address(ALU_Res), 
        .value(Val_Rm), 
        .MEM_result(MEM_result)
      ); 
      assign SRAM_ready = 1'b1;
    end
  endgenerate
endmodule
module MEM_Stage_Reg(
  input clk, rst, flush, freeze, WB_EN_IN, MEM_R_EN_IN,
  input[31:0] ALU_result_IN, MEM_read_value_IN, PC_IN,
  input[3:0] Dest_IN, 
  output WB_EN, MEM_R_EN,
  output [31:0] ALU_result, MEM_read_value, PC,
  output [3:0] Dest
);
Register #(1) WB_EN_reg(.clk(clk), .rst(rst), .freeze(freeze), .flush(flush), 
                          .r_in(WB_EN_IN), .r_out(WB_EN));
Register #(1) MEM_R_EN_reg(.clk(clk), .rst(rst), .freeze(freeze), .flush(flush), 
                          .r_in(MEM_R_EN_IN), .r_out(MEM_R_EN));
Register #(32) ALU_result_reg(.clk(clk), .rst(rst), .freeze(freeze), .flush(flush), 
                          .r_in(ALU_result_IN), .r_out(ALU_result));
Register #(32) MEM_read_value_reg(.clk(clk), .rst(rst), .freeze(freeze), .flush(flush), 
                          .r_in(MEM_read_value_IN), .r_out(MEM_read_value));
Register #(4) Dest_reg(.clk(clk), .rst(rst), .freeze(freeze), .flush(flush), 
                          .r_in(Dest_IN), .r_out(Dest));
Register #(32) PC_reg(.clk(clk), .rst(rst), .freeze(freeze), .flush(flush), 
                          .r_in(PC_IN), .r_out(PC));
endmodule
module SRAM_Controller
# (parameter SRAM_WAIT_CYCLES = 5)
(
    input clk, 
    input rst,
    input write_en, read_en,
    input [31:0] address,
    input [31:0] writeData,
    output signed [31:0] readData,
    output reg ready,
    inout signed [31:0] SRAM_DQ,
    output [16:0] SRAM_ADDR,
    output SRAM_UB_N,
    output SRAM_LB_N,
    output reg SRAM_WE_N,
    output SRAM_CE_N,
    output SRAM_OE_N
);
    reg[1:0] ns;
    wire[1:0] ps;
    wire [31:0] address_1024;
    wire [16:0] final_address;
    wire[2:0] counter, n_counter;
    reg count_en, DQ_out_en;
    reg signed[31:0] SRAM_DQ_temp;
    assign {SRAM_UB_N, SRAM_LB_N, SRAM_CE_N, SRAM_OE_N} = 4'b0;    
    parameter S_IDLE = 2'b00, S_READ = 2'b01, S_WRITE = 2'b10;
    Register #(2) ps_reg(.clk(clk), .rst(rst), .r_in(ns), .r_out(ps), .freeze(1'b0), .flush(1'b0));
    Register #(3) counter_reg(.clk(clk), .rst(rst), .r_in(n_counter), .r_out(counter), .freeze(1'b0), .flush(1'b0));
    always @(*) begin
        case (ps)
            S_IDLE: begin
                ns <= write_en ? S_WRITE 
                    : read_en ? S_READ : S_IDLE;
            end 
            S_READ: begin
                ns <= (counter != SRAM_WAIT_CYCLES) ? S_READ : S_IDLE;
            end 
            S_WRITE: begin
                ns <= (counter != SRAM_WAIT_CYCLES) ? S_WRITE : S_IDLE;
            end 
            default: 
                ns <= S_IDLE;
        endcase
    end
    assign n_counter = (count_en) ? counter + 1 :
                          3'b0;
    assign address_1024 = address - 1024;
    assign final_address = address_1024 >> 2;
    assign readData = SRAM_DQ;    
    assign SRAM_ADDR = final_address;
    always @(*) begin
        SRAM_DQ_temp <= 32'bz;
        SRAM_WE_N <= 1'b1;
        ready <= 1'b1;
        count_en <= 1'b0;
        DQ_out_en <= 1'b0;
        case (ps)
            S_IDLE: begin
                if (write_en || read_en)
                    ready <= 1'b0;
            end 
            S_READ: begin
                if (counter != SRAM_WAIT_CYCLES)
                    ready <= 1'b0;
                count_en <= (counter != SRAM_WAIT_CYCLES);
            end 
            S_WRITE: begin
                if (counter != SRAM_WAIT_CYCLES)
                    ready <= 1'b0;
                count_en <= (counter != SRAM_WAIT_CYCLES);
                SRAM_WE_N <= (counter == SRAM_WAIT_CYCLES);
                SRAM_DQ_temp <= (counter != SRAM_WAIT_CYCLES) ? writeData : 32'bz;
            end 
        endcase
    end
    assign SRAM_DQ = SRAM_DQ_temp;
endmodule
module SRAM_Memory(
    input clk,
    input rst,
    input SRAM_WE_N,
    input[16:0] SRAM_ADDR,
    inout[31:0] SRAM_DQ
);
    reg[31:0] data[0:511];
    assign #30 SRAM_DQ = SRAM_WE_N ? data[SRAM_ADDR]: 32'bz;
    integer j;
    initial begin
      for(j = 0; j < 512; j = j + 1)
      data[j] = 0;
    end
    always @(posedge clk) begin
        if(~SRAM_WE_N) begin
            data[SRAM_ADDR] = SRAM_DQ;
        end
    end
endmodule
module MUX_2_1
#(parameter SIZE = 8)
(
    input wire [SIZE - 1:0] f_in,
    input wire [SIZE - 1:0] s_in,
    input select,
    output wire [SIZE - 1:0] out
);
    assign out = (select) ? s_in:f_in;
endmodule
module Register 
# (parameter SIZE = 32)
(
    input [SIZE - 1:0] r_in,
    input clk,
    input rst, 
    input freeze, flush,
    output reg [SIZE - 1:0] r_out
);
    always @(posedge clk,posedge rst) begin
      if (rst) r_out <= 0;
      else if (!freeze) begin
        if (!flush) r_out <= r_in;
        else r_out <= 0;
      end
    end
endmodule
</file>
<file path="flow/run.sh">
#!/bin/bash
# OpenROAD 26Q1-2900-gdf79404cd8, Yosys 0.63+post, stock flow scripts
make -C /OpenROAD-flow-scripts/flow DESIGN_CONFIG=/design/flow/config.mk WORK_HOME=/design/flow/orfs finish
</file>
==> impl_metrics.ini <==
; flow metrics
[setup_path]
endpoint_kind = output port
critPathLaunchType = register
critPathMaxFanout = 4
critPathRequiredTime_ns = 1.36
cp_data_arrival_time_ns = 1.42
path_class = register to output port

[pwr]
power_uw = 4450
power.density_nw_per_um2 = 882
leakage_uw = 0.00220
ir_drop_mv = 0.813

[synth]
top_cell = dfrtp_1
yosys.area_share.xor_xnor_pct = 0
synth-edff-count = 0
yosys-top-cells-count = dfrtp_1 (80), mux2_2 (69), buf_4 (32)
syn_area_per_cell_um2 = 15.0
top_cells_by_area = dfrtp_1 (60%), mux2_2 (23%), buf_4 (7.2%), dfstp_2 (1.6%), buf_2 (1.2%)
fa_ha_area_share_pct = 0.749
simple_gate_area_share_pct = 1.65
synth_top_flop_cell = dfrtp_1
syn-instance-count = 223
netlist_area_um2 = 3340
top_cell_area_share_pct = 59.9
yosysWarningCount = 503
yosys_area_um2 = 3340
yosys.cell_types.count = 23
synth-seq-cells = 82
netlist_logic_family_top = multiplexers
largest_area_cell = dfrtp_1
yosysSeqAreaShare_pct = 61.5
compound_area_share_pct = 3.22
synth.area.mux_share_pct = 24.0
yosys-stat-cells = 223
async_reset_ff_share_pct = 100

[floorplanning]
io_pins = 210
rows = 29
fp.coreArea_um2 = 6390
die-area_um2 = 7020
initial_utilization_pct = 52.4
fp.dieH_um = 83.8
die_w_um = 83.8

[detailed_routing]
wl_um = 6790
ant_nets = 0
drc = 0
firstDrtPassIters = 4
routed_via_density = 4.81
n_antenna_cell = 0
vias = 2228
wl_per_cell_um = 14.7
drtIter0Drc = 105

[clocking]
htreeDepth = 3
clkTransAtPathRegs_ns = 0.08
cts_tree = built
cts_root_buf = clkbuf_8
clockBufferDepth = 2
clock-sinks = 82
numCtsBuffers = 9
cts_hold_buffers = 0

[layout]
fin_util_pct = 79.0
drive_gt1_share_pct = 28.0
syn2layout_area_growth_pct = 51.0

[run_status]
outcome = complete, but fails checks
violations = setup timing

[sta]
setup_slack_ns = -0.0624
setup-violations-final = 1
fin_tns_setup_ns = -0.0624
finalHoldViolCount = 0
grt_setup_unrepaired = true
slew_violations = 0
finalClockSkew_ns = 0.00567
fin_hold_ws_ns = 0.438

[global_routing]
grt_usage_pct = 20.2
grt_pass1_wl_um = 10800
antenna_found_initial = 0
grt_start_max_net_pins = 83
grt_pass1_vias = 2306
grt.overflow.total = 0

[placement]
gp_congestion = 0.774
numPortBuffers = 144
dpl.hpwl_um = 4690

[run]
tool_warnings = 63
drv_cap = 0

[min_path]
min_path_type = register to register
==> final cells by class <==
type                    count  area, um2
multi-input cells         128       1110
well taps                  77       96.3
clock buffers              11        141
flip-flops and latches     82       2050
inverters                   4       18.8
clock inverters             5       77.6
fillers                   403       1340
repair buffers            156       1550
==> registers in the layout, summed over array words and instances, names as in the netlist, named ones only <==
signal,count
mem_stage_reg.ALU_result_reg.r_out,32
mem_stage_reg.MEM_R_EN_reg.r_out,1
mem_stage.genblk1.genblk1.cache_controller.ps_reg.r_out,5
mem_stage_reg.Dest_reg.r_out,4
mem_stage.genblk1.sram_controller.counter_reg.r_out,3
mem_stage_reg.PC_reg.r_out,32
mem_stage_reg.WB_EN_reg.r_out,1
mem_stage.genblk1.sram_controller.ps_reg.r_out,3
==> logic make-up (layout without fill, tap and decap cells) <==
family	Yosys count	after routing
muxes	71	71
DFF	82	82
AOI/OAI and AO/OA	12	12
adders and majority gates	2	2
and+or+nand+nor	11	11
buffers and inverters	44	176
other	1	32
==> cells in the final DEF, fill, tap and decap left out, types with 2 or more instances in the layout <==
cell,instances
o21ai_0,2
clkinvlp_4,2
a32o_1,3
a21o_1,2
conb_1,32
clkbuf_8,10
clkdlybuf4s50_1,142
nor2_1,4
dfrtp_1,80
buf_2,2
bufinv_16,2
mux2_2,69
buf_12,2
nand2_1,3
buf_4,10
dfstp_2,2
clkinv_2,2
nor3b_1,2
inv_1,3
==> path summary, 6_finish.rpt <==
| path | from | end | cells past startpoint | slack [ns] |
|---|---|---|---|---|
| min in group asynchronous | rst | mem_stage_reg.PC_reg.r_out[22]$_DFFE_PP0N_ | 3 | 0.47 |
| min in group clk0 | register | SRAM_ready | 2 | 1.34 |
| max in group clk1 | register | register | 7 | 0.24 |
| min reg2reg | register | register | 1 | 0.44 |
| max | mem_stage.genblk1.sram_controller.ps_reg.r_out[1]$_DFF_PP0_ | SRAM_ready | 4 | -0.06 |
| min | register | register | 1 | 0.44 |
| max reg2reg | register | register | 7 | 0.24 |
| max in group asynchronous | rst | mem_stage.genblk1.sram_controller.ps_reg.r_out[0]$_DFF_PP1_ | 3 | 0.89 |
==> per-layer routing <==
| layer | vias up | track usage (%) | share of wire, % |
|---|---|---|---|
| met5 | - | 0 | 0 |
| met4 | 0 | 3.85 | 2.2 |
| met3 | 12 | 6.93 | 8.4 |
| met2 | 98 | 31.8 | 49 |
| met1 | 1098 | 29.5 | 41 |
| li1 | 1020 | - | - |
==> power by group <==
part,leakage [uW],switching (uW),total [uW],internal [uW]
registers,0.000979,75.8,2190,2120
clock network,0.000109,670,1530,863
logic,0.00111,161,726,565
total,0.00220,907,4450,3540
==> worst max-delay path, stage by stage (launching register included) <==
cell and delay [ns]:
dfrtp_1 0.43, o211ai_2 0.23, o31ai_2 0.11, a32o_1 0.21, buf_2 0.10
==> per-stage QoR <==
step | instance area [um2] | instances | setup WS [ns]
floorplan | 3460 | 254 | 0.361
global route | 5050 | 463 | -0.129
detailed placement | 4810 | 444 | -0.142
CTS | 5050 | 463 | -0.0747
global placement | 4810 | 444 | -0.139
finish | 5050 | 463 | -0.0624
==> repair_timing <==
action | 4_1_cts | 5_1_grt
setup endpoints to repair | 1 | 1
pin swaps | 2 | 0
gates resized | 4 | 0
buffers inserted | 3 | 0
No activity file was given, so power comes from the tool's default toggle rates.
