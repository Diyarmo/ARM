<file path="/design/flow/design.v">
module IF_Stage(
  input clk, rst, freeze, Branch_taken, 
  input[31:0] BranchAddr,
  output[31:0] PC, Instruction
);
  wire [31:0] pc;
  wire [31:0] pc_out;
  Instruction_Memory ins_mem
  (
      .Address(pc_out),
      .Instruction(Instruction)
  );
  MUX_2_1 #(32) pc_mux
  (
      .f_in(PC),
      .s_in(BranchAddr),
      .select(Branch_taken),
      .out(pc)
  );
  Register #(32) pc_reg
  (
      .r_in(pc),
      .freeze(freeze),
      .clk(clk),
      .rst(rst), 
      .flush(1'b0),
      .r_out(pc_out)
  );
  assign PC = pc_out + 4;
endmodule
module Instruction_Memory(
  output reg[31 : 0] Instruction, 
  input[31: 0] Address
  );
  reg [31:0] data[0:100];
  initial begin
    data[0] = 32'b1110_00_1_1101_0_0000_0000_000000010100;  
    data[1] = 32'b1110_00_1_1101_0_0000_0001_101000000001;  
    data[2] = 32'b1110_00_1_1101_0_0000_0010_000100000011;  
    data[3] = 32'b1110_00_0_0100_1_0010_0011_000000000010;  
    data[4] = 32'b1110_00_0_0101_0_0000_0100_000000000000;  
    data[5] = 32'b1110_00_0_0010_0_0100_0101_000100000100;  
    data[6] = 32'b1110_00_0_0110_0_0000_0110_000010100000;  
    data[7] = 32'b1110_00_0_1100_0_0101_0111_000101000010;  
    data[8] = 32'b1110_00_0_0000_0_0111_1000_000000000011;  
    data[9] = 32'b1110_00_0_1111_0_0000_1001_000000000110;  
    data[10] = 32'b1110_00_0_0001_0_0100_1010_000000000101;  
    data[11] = 32'b1110_00_0_1010_1_1000_0000_000000000110;  
    data[12] = 32'b0001_00_0_0100_0_0001_0001_000000000001;  
    data[13] = 32'b1110_00_0_1000_1_1001_0000_000000001000;  
    data[14] = 32'b0000_00_0_0100_0_0010_0010_000000000010;  
    data[15] = 32'b1110_00_1_1101_0_0000_0000_101100000001;  
    data[16] = 32'b1110_01_0_0100_0_0000_0001_000000000000;  
    data[17] = 32'b1110_01_0_0100_1_0000_1011_000000000000;  
    data[18] = 32'b1110_01_0_0100_0_0000_0010_000000000100;  
    data[19] = 32'b1110_01_0_0100_0_0000_0011_000000001000;  
    data[20] = 32'b1110_01_0_0100_0_0000_0100_000000001101;  
    data[21] = 32'b1110_01_0_0100_0_0000_0101_000000010000;  
    data[22] = 32'b1110_01_0_0100_0_0000_0110_000000010100;  
    data[23] = 32'b1110_01_0_0100_1_0000_1010_000000000100;  
    data[24] = 32'b1110_01_0_0100_0_0000_0111_000000011000;  
    data[25] = 32'b1110_00_1_1101_0_0000_0001_000000010000;  
    data[26] = 32'b1110_00_1_1101_0_0000_0010_000000000000;  
    data[27] = 32'b1110_00_1_1101_0_0000_0011_000000000000;  
    data[28] = 32'b1110_00_0_0100_0_0000_0100_000100000011;  
    data[29] = 32'b1110_01_0_0100_1_0100_0101_000000000000;  
    data[30] = 32'b1110_01_0_0100_1_0100_0110_000000000100;  
    data[31] = 32'b1110_00_0_1010_1_0101_0000_000000000110;  
    data[32] = 32'b1100_01_0_0100_0_0100_0110_000000000000;  
    data[33] = 32'b1100_01_0_0100_0_0100_0101_000000000100;  
    data[34] = 32'b1110_00_1_0100_0_0011_0011_000000000001;  
    data[35] = 32'b1110_00_1_1010_1_0011_0000_000000000011;  
    data[36] = 32'b1011_10_1_0_111111111111111111110111 ;  
    data[37] = 32'b1110_00_1_0100_0_0010_0010_000000000001;  
    data[38] = 32'b1110_00_0_1010_1_0010_0000_000000000001;  
    data[39] = 32'b1011_10_1_0_111111111111111111110011 ;  
    data[40] = 32'b1110_01_0_0100_1_0000_0001_000000000000;  
    data[41] = 32'b1110_01_0_0100_1_0000_0010_000000000100;  
    data[42] = 32'b1110_01_0_0100_1_0000_0011_000000001000;  
    data[43] = 32'b1110_01_0_0100_1_0000_0100_000000001100;  
    data[44] = 32'b1110_01_0_0100_1_0000_0101_000000010000;  
    data[45] = 32'b1110_01_0_0100_1_0000_0110_000000010100;  
    data[46] = 32'b1110_10_1_0_111111111111111111111111 ;  
  end
  always @(Address) begin
    Instruction = data[Address[31:2]];
  end
endmodule
module MUX_2_1
#(parameter SIZE = 8)
(
    input wire [SIZE - 1:0] f_in,
    input wire [SIZE - 1:0] s_in,
    input select,
    output wire [SIZE - 1:0] out
);
    assign out = (select) ? s_in:f_in;
endmodule
module Register 
# (parameter SIZE = 32)
(
    input [SIZE - 1:0] r_in,
    input clk,
    input rst, 
    input freeze, flush,
    output reg [SIZE - 1:0] r_out
);
    always @(posedge clk,posedge rst) begin
      if (rst) r_out <= 0;
      else if (!freeze) begin
        if (!flush) r_out <= r_in;
        else r_out <= 0;
      end
    end
endmodule
</file>
<file path="/design/flow/run.sh">
#!/bin/bash
# OpenROAD 26Q1-2900-gdf79404cd8, Yosys 0.63+post, stock flow scripts
make -C /OpenROAD-flow-scripts/flow DESIGN_CONFIG=/design/flow/config.mk WORK_HOME=/design/flow/orfs finish
</file>
<file path="/design/flow/config.mk">
export PLATFORM = sky130hd
export DESIGN_NAME = IF_Stage
export DESIGN_NICKNAME = IF_Stage
export VERILOG_FILES = /design/flow/design.v
export SDC_FILE = /design/flow/constraint.sdc
export NUM_CORES = 4
export LEC_CHECK = 1
export CORE_UTILIZATION = 50
</file>
<file path="/design/flow/constraint.sdc">
current_design IF_Stage

set clk_period 9.8
set clk_io_pct 0.2

create_clock -name clk0 -period $clk_period [get_ports {clk}]

set non_clock_inputs [all_inputs -no_clocks]
set_input_delay [expr $clk_period * $clk_io_pct] -clock clk0 $non_clock_inputs
set_output_delay [expr $clk_period * $clk_io_pct] -clock clk0 [all_outputs]
</file>
==> deck_impl_summary.md <==
Flow Results at a Glance

Status
  – Status: finished, final reports clean

Yosys
  – Unique cell types: 64
  – Yosys stat chip area: 0.003756 mm²
  – Synth warnings: 2
  – Cells after Synth: 512
  – Top cells, area: dfrtp_1 (21%), nand2_1 (4.9%), xnor2_1 (4.9%)
  – Syn Std Cell Area: 0.003756 mm²
  – Syn Area/Cell: 7.336 µm²
  – Ys flop type: dfrtp_1
  – Synth top area share: 21.32%
  – Count of library flops with an enable pin: 0
  – Synth area leader: dfrtp_1
  – Post-synth seq share: 21.32%
  – Post-synthesis cell count from yosys: between 500 and 600
  – Synth async-reset ratio: 100.0%
  – Flop and latch count out of synthesis: 32

Finish
  – Logic area: 0.002613 mm²
  – Largest Register: pc_reg.r_out
  – Synth-to-Final Area Change: 27.71%
  – Commonest Layout Cell: clkdlybuf4s50_1
  – Layout cells sized above 1: 5.448%
  – Most numerous logic cells after layout: clkdlybuf4s50_1 (99), nand2_1 (49), nor2_1 (36)
  – Fill cells: 633
  – Register area: 800.8 µm²
  – Max reg flops: 32
  – Top Registers: pc_reg.r_out: 32 flops

Clocking
  – TritonCTS clock tree: done
  – CTS H-Tree Depth: 2
  – Clk slew on worst S/H paths: 0.07 ns
  – Post-cts sizing count: 0
  – TritonCTS buffer count: 5
  – CTS sink cnt: 32
  – Clock latency (worst-skew pair): a little under 0.3 ns
  – Total setup buffers inserted after CTS: 0
  – CTS max path bufs: 2
  – Hold-fix buffers, CTS: 0
  – Clk root buf: clkbuf_8

Critical path
  – Critical path type: flip-flop to output port
  – Setup crit start kind: flip-flop
  – Crit path to: PC[26]
  – Required time at the worst-slack endpoint: 7.84 ns
  – Worst Path Arrival: 3.55 ns
  – R2R depth: 5
  – CP peak stage delay: 0.73 ns
  – Critical Path Source: pc_reg.r_out[3]
  – Crit-path cells: ha_1, inv_1, or4_4, or3_1, xnor2_1, clkdlybuf4s50_1
  – Critical Path Stages: 6
  – Slowest-stage cell, CP: dfrtp_1
  – Crit Path Max Fanout: 19
  – Top delay family on crit path: simple AND/OR/NAND/NOR gates
  – Worst R2R End: pc_reg.r_out[26]
  – Reg2reg setup slack: roughly 6.8 ns
  – CP Buf/Inv Count: 2
  – Reg-to-reg startpoint: pc_reg.r_out[3]
  – CP Capture Type: output port

Timing
  – F_max: 181.5 MHz
  – Final Hold Fails: 0
  – Final Max Tran Viols: 0
  – Max-slew headroom: 34.60%
  – Clock Skew: 0.007451 ns
  – Slew @ Worst Pin: approximately 0.97 ns
  – Final worst path period need: roughly 5.5 ns
  – RSZ-0062 raised after global routing: no
  – # setup viols final: 0
  – Final setup TNS: 0 ns
  – Fin crit share: between 50% and 60%

Pwr
  – Max VDD drop: 0.1009 mV
  – PD cells: 142.6 mW/mm²
  – P_leak: 1.819 nW
  – Total Power: between 0.6 and 0.7 mW

Global routing
  – Initial antenna violation count: 0
  – First-pass GRT wire length: 18,220 µm
  – Vias in the first global route: 3,658
  – Largest net degree at the start of global routing: between 50 and 60
  – Grt total ovfl: 0
  – All-layer global routing usage: 30.34%

Hold path
  – Hold WC Path Type: flip-flop to flip-flop

Floorplan
  – Die area: 0.007862 mm²
  – FP Rows: 31
  – Die Wd: 88.67 µm
  – IO Count: 100
  – FP Util: 51.79%
  – Die height: 88.67 µm
  – Core ar.: 0.007253 mm²

Run
  – OpenROAD warning count: 36
  – MaxCap Viol Count: 0

Drt
  – Final WL: roughly 11,000 µm
  – DRC viols: 0
  – DR WL/cell: approximately 17 µm
  – DR iter-0 viols: ~250
  – Via count: between 4,000 and 5,000
  – Vias/cell: 6.115
  – Drt first pass iters: 5
  – Detail Route Antenna Nets: 0
  – N_diodes: 0

Place
  – GP Congestion: between 0.9 and 1
  – Hpwl dp: 7847 µm
  – Input/output buffers: 99
## Yosys cell counts, types with 4 or more instances
| cell | n |
|---|---|
| nand4_1 | 9 |
| nand3_1 | 25 |
| buf_1 | 10 |
| nor3_1 | 12 |
| and3_1 | 6 |
| xnor2_1 | 21 |
| o211ai_1 | 9 |
| clkbuf_1 | 35 |
| nor4_1 | 6 |
| a22oi_1 | 20 |
| a311oi_1 | 4 |
| dfrtp_1 | 32 |
| nor2_1 | 36 |
| nand2_1 | 49 |
| or2_2 | 4 |
| buf_4 | 6 |
| and4_1 | 6 |
| a21oi_1 | 26 |
| a211oi_1 | 6 |
| a31oi_1 | 9 |
| o2bb2ai_1 | 4 |
| o21ai_0 | 30 |
| nand3b_1 | 5 |
| buf_2 | 8 |
| a22o_1 | 4 |
| inv_1 | 20 |
| a311o_1 | 4 |
| xor2_1 | 6 |
| o311ai_0 | 6 |
| mux2i_1 | 8 |
| or3_1 | 5 |
| ha_1 | 12 |
| nand2b_1 | 17 |
## layout make-up
| type | instances | share of cell area, % |
|---|---|---|
| multi-input combinational | 398 | 54.46 |
| sequential | 32 | 16.69 |
| timing repair buffer | 110 | 22.38 |
| tap | 99 | 2.582 |
| clock inverter | 2 | 0.7303 |
| inverter | 21 | 1.643 |
| clock buffer | 6 | 1.513 |
## report_power, final
group	total [mW]	internal, mW	switching (mW)
Combinational	0.368	0.200	0.168
Clock	0.128	0.0755	0.0530
Sequential	0.188	0.151	0.0369
## worst min-delay path, cell delays in order (launching register included)
cell,delay [ns]
dfrtp_1,0.34
nand2_1,0.05
nand2_1,0.05
## metal layers
metal	GRT usage [%]	share of wire, %	vias to the layer above
met5	0	0	-
met4	6.305	1.4	0
met3	5.582	7.9	12
met2	48.67	48	179
met1	43.79	43	1892
li1	-	-	2002
## per-stage QoR
step	hold WS [ns]	instance area, µm²	util (%)	setup slack [ns]	std cells
finish	0.4740	4797	66.14	4.290	668
global placement	0.4570	4690	64.65	4.684	660
floorplan	0.4469	3756	-	5.727	512
CTS	0.4806	4797	66.14	4.280	668
detailed placement	0.4621	4690	64.65	4.612	660
global route	0.5013	4797	66.14	4.062	668
## worst min path at each step
stage	from	to	slack, ns	depth (start not counted)
CTS	pc_reg.r_out[0]	pc_reg.r_out[0]	0.48	2
finish	pc_reg.r_out[0]	pc_reg.r_out[0]	0.47	2
global route	pc_reg.r_out[0]	pc_reg.r_out[0]	0.50	2
## cells by family after synthesis
family	after synthesis	share of synthesized area (%)
and+or+nand+nor	194	27.25
AOI/OAI and AO/OA	155	28.68
buffers and inverters	82	9.127
DFF	32	21.32
xor gates and xnor gates	27	6.296
adders and majority gates	12	3.997
muxes	10	3.331
Power is estimated from default activity; no workload was simulated.
